**flow/run.sh**
```bash
#!/bin/bash
# OpenROAD 26Q1-2900-gdf79404cd8, Yosys 0.63+post, stock flow scripts
make -C /OpenROAD-flow-scripts/flow DESIGN_CONFIG=/design/flow/config.mk WORK_HOME=/design/flow/orfs finish
```
**flow/config.mk**
```make
export PLATFORM = sky130hd
export DESIGN_NAME = controller
export DESIGN_NICKNAME = controller
export VERILOG_FILES = /design/flow/design.v
export SDC_FILE = /design/flow/constraint.sdc
export NUM_CORES = 4
export LEC_CHECK = 1
export CORE_AREA = 10 10 70 70
export DIE_AREA = 0 0 80 80
```
**flow/constraint.sdc**
```tcl
current_design controller

set clk_period 2.2
set clk_io_pct 0.2

create_clock -name clk0 -period $clk_period

set non_clock_inputs [all_inputs -no_clocks]
set_input_delay [expr $clk_period * $clk_io_pct] -clock clk0 $non_clock_inputs
set_output_delay [expr $clk_period * $clk_io_pct] -clock clk0 [all_outputs]
```
**flow/design.v**
```verilog
`timescale 1ns / 1ps
module controller(input [15:0] instruction,
                  input is_one_hot_or_zero,
                  output [20:0] ctrlWord
                  );
reg Load_PC,branch, Load_C_Flag, Load_Z_Flag, Load_RegFile, alu_op_bit, sel_MuxPCIncr,Load_LW,DMem_wr;
reg [1:0] sel_ALUInp2, sel_RegFileAddrOut, sel_RegFileInp, sel_RegFileAddrInp, sel_MuxPCIn,sel_ALUInp1;
assign ctrlWord = {sel_ALUInp1[1:0],branch,DMem_wr,Load_LW,Load_PC, Load_C_Flag, Load_Z_Flag, Load_RegFile, sel_RegFileAddrOut[1:0], alu_op_bit,sel_ALUInp2[1:0], sel_RegFileAddrInp[1:0], sel_RegFileInp[1:0], sel_MuxPCIncr, sel_MuxPCIn[1:0]};
always @(instruction,is_one_hot_or_zero) begin
    {sel_ALUInp1[1:0],branch,DMem_wr,Load_LW,Load_C_Flag, Load_Z_Flag, Load_RegFile, sel_RegFileAddrOut[1:0], alu_op_bit, sel_ALUInp2[1:0], sel_RegFileAddrInp[1:0], sel_RegFileInp[1:0], sel_MuxPCIncr} <=19'b0;
    Load_PC<=1'b1;                       
    sel_MuxPCIn<= 2'b01;                 
    case(instruction[15:12])
        4'b0000: begin                   
            sel_RegFileAddrOut<=2'b11;   
            Load_Z_Flag<=1'b1;           
            Load_C_Flag<=1'b1;	         
            sel_RegFileAddrInp<=2'b11;   
            sel_RegFileInp<=2'b11;       
            Load_RegFile<=1'b1;            
        end
        4'b0001: begin                   
            sel_RegFileAddrOut[1]<=1'b1; 
            sel_ALUInp2<=2'b11;          
            Load_Z_Flag<=1'b1;          
            Load_C_Flag<=1'b1;	         
            sel_RegFileAddrInp<=2'b00;   
            sel_RegFileInp<=2'b11;       
            Load_RegFile<=1'b1;
        end
        4'b0010: begin                   
            sel_RegFileAddrOut<=2'b11;   
            alu_op_bit<=1'b1;            
            Load_Z_Flag<=1'b1;           
            sel_RegFileAddrInp<=2'b11;   
            sel_RegFileInp<=2'b11;       
            Load_RegFile<=1'b1;
        end
        4'b0011: begin                   
            sel_RegFileAddrInp<=2'b10;   
            sel_RegFileInp<=2'b0;        
            Load_RegFile<=1'b1;
        end
        4'b1100: begin					     
            branch<=1'b1;
            sel_RegFileAddrOut<=2'b11;   
            sel_MuxPCIncr<=1'b1;
        end
        4'b0101: begin                   
            sel_ALUInp2<=2'b11;
            DMem_wr<=1'b1;               
        end
	    4'b1001: begin					     
			sel_MuxPCIn<=2'b11;			     
			sel_RegFileInp<=2'b11;
			sel_RegFileAddrInp<=2'b10;      
			sel_ALUInp1<=2'b11;			     
			sel_ALUInp2<=2'b10;			     
			Load_RegFile<=1'b1;
		end
		4'b1000: begin					        
			sel_MuxPCIn<=2'b00;			     
			sel_MuxPCIncr<=1'b0;	   	     
			sel_RegFileInp<=2'b11;
			sel_RegFileAddrInp<=2'b10;      
			sel_ALUInp1<=2'b11;			     
			sel_ALUInp2<=2'b10;			     
			Load_RegFile<=1'b1;
		end	
        4'b0100: begin                   
            sel_ALUInp2<=2'b11;
            Load_LW<=1'b1;              
	        Load_Z_Flag<=1'b1;	           
            sel_RegFileInp<=2'b01;       
            sel_RegFileAddrInp<=2'b10;   
            Load_RegFile<=1'b1;
        end
        4'b0110: begin                   
            sel_RegFileAddrOut[1]<=1'b1; 
            sel_ALUInp1<=2'b01;          
            sel_ALUInp2<=2'b10;          
            sel_RegFileAddrInp<=2'b01;   
            sel_RegFileInp<=2'b01;       
            Load_PC<=is_one_hot_or_zero;
            Load_RegFile<=1'b1;
        end
        4'b0111: begin                   
            sel_RegFileAddrOut[1]<=1'b1; 
            sel_ALUInp1<=2'b01;          
            sel_ALUInp2<=2'b10;          
            DMem_wr<=1'b1;               
            Load_PC<=is_one_hot_or_zero;				
        end
        default:                         
            sel_RegFileAddrOut<=2'b00;
    endcase
	 end
endmodule
```
==> run_results.csv <==
group,metric,value,unit
critical_path,cp-start-kind,"input port",
final_layout,syn_to_final_growth,111,%
die,fp_util,9.56,%
min_path,hold_path.class,"input port to output port",
final_layout,drive_above_1_share,30.7,%
yosys,yosysUniqueCellTypes,25,
die,coreArea,3420,um2
global_route,grt_pass1_wl,1860,um
global_route,grt_pass1_vias,393,
yosys,synth_top_area_share,20.7,%
pwr,p_leak,0.290,nW
yosys,yosys_cells,47,
detailed_routing,drt_iter0_markers,21,
final_timing,max_slew_margin,85.8,%
yosys,netlist_instances,47,
pwr,p_per_area,157,nW/um2
final_timing,tightest_slew,214,ps
detailed_routing,ant_nets,0,
final_layout,design.seq.count,0,
placed_design,dp_slack,-345,ps
detailed_routing,antennaDiodeCount,0,
final_layout,clockBufferCount,0,
final_timing,setup_viol,0,
critical_path,cp-end-kind,"output port",
die,die_w,80,um
detailed_routing,wl_per_cell,10.0,um
global_route,overflow,0,
die,die_h,80,um
final_timing,slew_violations,0,
critical_path,crit_slowest_cell,"clkdlybuf4s50_1",
yosys,top_area_cell,"buf_4",
die,row_count,21,
detailed_routing,dr.pass1.iters,2,
global_route,grt_usage,3.37,%
pwr,peakVddDrop,0.0230,mV
placed_design,port_buffers,26,
global_route,grt_start_max_net_pins,17,
outcome,outcome,"finished, final reports clean",
yosys,synth.most_common_cell,"buf_4",
yosys,syn_area,327,um2
yosys,avgSynthCellArea,6.95,um2
critical_path,crit_type,"input port to output port",
final_timing,period_used_share,97.1,%
final_layout,logic_area,248,um2
detailed_routing,post-route-drc-count,0,
global_route,top_usage_layer,"met2",
flow_run,warnings,44,
global_route,gr-usage-met2,5.94,%
final_timing,timing.fmax,468,MHz
yosys,ys_top_cells_by_count,"9 x buf_4, 4 x buf_2, 4 x nor2_1",
yosys,ys_area,327,um2
final_layout,seq_area,0,um2
final_layout,num-fill-cells,386,
global_route,met1_usage,4.22,%
global_route,use_met3,0.909,%
die,chip_area,6400,um2
yosys,top_cells_by_area,"buf_4 21%, buf_2 6.1%, mux2i_1 6.1%, nor3_1 4.6%, nand3b_1 4.6%",
critical_path,worst_ep_required_time,1760,ps
final_timing,hold_viol,0,
placed_design,routabilityCongestion,0.764,
detailed_routing,vias,412,
critical_path,slowest_delay,490,ps
yosys,ys_seq_share,0,%
critical_path,worstPathArrival,1700,ps
final_timing,rsz0062_at_grt,"false",
global_route,antenna_found_initial,0,
pwr,p_total,0.108,mW
final_timing,fin_ws,64.2,ps
placed_design,dp_hpwl,959,um
detailed_routing,viasPerCell,3.40,
yosys,ys_warn_count,1,
detailed_routing,routed_wl,1210,um
critical_path,cp_cell_sequence,"clkdlybuf4s15_1 > buf_6 > nor2_1 > a2bb2oi_1 > clkdlybuf4s50_1",
critical_path,crit_fanout,16,
die,io_pins,38,
final_timing,finalCriticalPeriod,2140,ps
flow_run,maxCapViolations,0,
clock_tree,ctsHoldBuffers,0,
==> logic make-up after synthesis <==
family,after synthesis,share of synthesized area (%)
multiplexers,3,9.58
buffers and inverters,15,30.3
AND/OR/NAND/NOR,20,39.8
AND-OR/OR-AND,9,20.3
==> worst max-delay path, delay by kind of cell <==
kind / cells / cell delay (ps)
compound gates: 1 / 190
buf+inv: 3 / 900
simple gates: 1 / 160
==> area by class of cell <==
type	instances	area share, %
Tap cell	46	8.36
Inverter	1	0.545
Timing Repair Buffer	42	55.1
Multi-Input combinational cell	32	36.0
==> what timing repair did <==
| action | in CTS | in global routing |
|---|---|---|
| buffers inserted | 1 | 2 |
| pin swaps | 1 | 1 |
| cloned | 0 | 1 |
| setup endpoints to repair | 21 | 10 |
| resized | 9 | 11 |
==> per-stage QoR <==
| step | std cells | hold WS [ps] | util (%) | instance area (um2) | setup TNS [ps] |
|---|---|---|---|---|---|
| 6_report | 121 | 1360 | 20.1 | 688 | 0 |
| 5_1_grt | 121 | 1400 | 20.1 | 688 | 0 |
| 4_1_cts | 118 | 1650 | 19.1 | 652 | 0 |
| 3_5_place_dp | 117 | 1830 | 18.7 | 639 | -4190 |
| 3_3_place_gp | 117 | 1840 | 18.7 | 639 | -3810 |
| 2_1_floorplan | 47 | 936 | - | 327 | 0 |
==> final timing paths <==
kind                   startpoint      endpoint  slack, ps  cells past startpoint
setup / recovery  instruction[13]  ctrlWord[12]         60                      5
hold / removal    instruction[14]   ctrlWord[4]       1360                      5
==> cell usage in the layout (no fill, tap or decap), types with 2 or more instances in the layout <==
master and n:
nor3b_1 2, nor2_1 4, nand3b_1 2, buf_4 12, dlygate4sd2_1 2, o21a_1 2, nor3_2 2, clkdlybuf4s50_1 20
buf_2 2, a21oi_1 2, buf_6 3, mux2i_1 2
==> routing by layer <==
layer / part of all wire (%) / vias up
li1: - / 211
met1: 42 / 185
met2: 46 / 16
met3: 11 / 0
met4: 0 / 0
met5: 0 / -
==> where the power goes <==
part	internal [mW]	total, mW	switching (mW)	leakage, nW
clock network	0	0	0	0
registers	0	0	0	0
logic	0.0715	0.108	0.0364	0.290
No activity file was given, so power comes from the tool's default toggle rates.
